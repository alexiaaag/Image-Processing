[./design.v]
`timescale 1ns / 1ps
module process(
    input clk,                   
    input [23:0] in_pix,         
    output reg [5:0] row, col,    
    output reg out_we,            
    output reg [23:0] out_pix,    
    output reg mirror_done,       
    output reg gray_done,         
    output reg filter_done        
);
    reg[3:0] state = 0;
    reg[3:0] next_state = 0;
    reg[5:0] row_c = 0;  
    reg[5:0] col_c = 0;  
    reg[5:0] row_ant = 0;  
    reg [23:0] in_pix_c;        
    reg [23:0] in_pix_c_1;
    reg [23:0] in_pix_c_2;  
    reg[7:0] min = 0;
    reg[7:0] max = 0;
    reg[7:0] media = 0;
    always @(posedge clk) begin
        state <= next_state;
        row_c <= row;
        col_c <= col;  
    end
    always @(*) begin
        mirror_done = 0;
        gray_done = 0;
        case (state)
            0: begin  
                row = 0;
                col = 0;
                next_state = 1;
            end
            1: begin  
                row_ant = 63 - row_c;  
                row = row_c;
                col = col_c;  
                in_pix_c_1 = in_pix;  
                next_state = 2;
            end
            2: begin
                row = row_ant; 
                col = col_c;  
                in_pix_c_2 = in_pix;  
                out_we = 1;  
                out_pix = in_pix_c_1;  
                next_state = 3;
            end
            3: begin  
                row = 63 - row_ant;
                col = col_c;
                out_we = 1;
                out_pix = in_pix_c_2;
                next_state = 4;
            end  
            4: begin  
                out_we = 0;  
                if (row_c == 31 && col_c == 63) begin
                    next_state = 5;   
                end else if (row_c < 31 && col_c == 63) begin
                    row = row_c + 1; 
                    col = 0;  
                    next_state = 1;
                end else if (col_c < 63 && row_c <= 31) begin
                    row = row_c;
                    col = col_c + 1;  
                    next_state = 1;
                end
            end
            5: begin
                out_we = 0;
                mirror_done = 1;  
                next_state = 6;
                row = 0;
                col = 0;  
            end
            6: begin  
                row = row_c;
                col = col_c;  
                in_pix_c = in_pix;
                next_state = 7;
            end
            7: begin
                if (in_pix_c[23:16] <= in_pix_c[15:8] && in_pix_c[23:16] <= in_pix_c[7:0]) begin
                    min = in_pix_c[23:16];
                    if (in_pix_c[15:8] <= in_pix_c[7:0])
                        max = in_pix_c[7:0];
                    else
                        max = in_pix_c[15:8];  
                end else if (in_pix_c[15:8] <= in_pix_c[23:16] && in_pix_c[15:8] <= in_pix_c[7:0]) begin
                    min = in_pix_c[15:8];
                    if (in_pix_c[23:16] <= in_pix_c[7:0])
                        max = in_pix_c[7:0];
                    else
                        max = in_pix_c[23:16];  
                end else if (in_pix_c[7:0] <= in_pix_c[23:16] && in_pix_c[7:0] <= in_pix_c[15:8]) begin
                    min = in_pix_c[7:0];
                    if (in_pix_c[23:16] <= in_pix_c[15:8])
                        max = in_pix_c[15:8];
                    else
                        max = in_pix_c[23:16];  
                end
                next_state = 8;
            end
            8: begin
                media = (min + max) / 2;
                out_we = 1;
                out_pix[15:8] = media;  
                out_pix[7:0] = 8'b0;
                out_pix[23:16] = 8'b0;    
                next_state = 9;
            end
              9: begin  
                out_we = 0; 
                if (row_c == 63 && col_c == 63) begin
                    next_state = 10;  
                end else if (row_c < 63 && col_c == 63) begin
                    row = row_c + 1; 
                    col = 0;
                    next_state = 6;
                end else if (col_c < 63 && row_c <= 63) begin
                    row = row_c;
                    col = col_c + 1; 
                    next_state = 6;
                end
            end
            10: begin
                out_we = 0;
                gray_done = 1;  
				end
        endcase
    end  
endmodule 
[./config.mk]
export PLATFORM = sky130hd
export DESIGN_NAME = process
export DESIGN_NICKNAME = process
export VERILOG_FILES = /design/flow/design.v
export SDC_FILE = /design/flow/constraint.sdc
export NUM_CORES = 4
export LEC_CHECK = 1
export CORE_UTILIZATION = 30
[./constraint.sdc]
current_design process

set clk_period 1.3
set clk_io_pct 0.2

create_clock -name clk0 -period $clk_period [get_ports {clk}]

set non_clock_inputs [all_inputs -no_clocks]
set_input_delay [expr $clk_period * $clk_io_pct] -clock clk0 $non_clock_inputs
set_output_delay [expr $clk_period * $clk_io_pct] -clock clk0 [all_outputs]
[./run.sh]
#!/bin/bash
# OpenROAD 26Q1-2900-gdf79404cd8, Yosys 0.63+post, stock flow scripts
make -C /OpenROAD-flow-scripts/flow DESIGN_CONFIG=/design/flow/config.mk WORK_HOME=/design/flow/orfs finish
==> Changelog: implementation <==
### Implementation results

- TritonCTS clock tree: built
- Critical path launch point: state[0]
- Startpoint Class: flop
- Max layer used: met4
- CTS root buf: clkbuf_16
- CP bufs+invs: 1
- Hold crit path type: reg2out
- Synth area leader: dlxtp_1
- Grt ovf: 0
- Clock network fraction of total power: approximately half
- Worst-margin pin slew: 786 ps
- DR DRC count: 0
- WL final: 11900 µm
- Share of layout cells above drive strength 1: 8.87%
- Fmax: 825 MHz
- Period utilisation layout: 93.3%
- Ys async rst share: 0%
- Core box area: 15900 µm²
- Static Leak: 2.53 nW
- Fill cells: 1584
- Post-route setup slack: 87.5 ps
- Placed Instance Area: 5820 µm²
- Worst Hold Launch: state[1]
- Mapped Cells: 545
- Warnings from Yosys: 2
- # Cells Yosys: 545
- Critical-path cell list: nand2b_4 -> nor2_4 -> clkbuf_2
- CTS Buf Count: 3
- Die height: 130 µm
- Endpoints left unconstrained: 188
- CP Max Fanout: 3
- Area Growth Syn to Fin: 21.7%
- Max-slew headroom: 47.2%
- Final Hold Viols: 0
- Kind of critical path: reg2out
- Global-route usage over all layers: 14.7%
- CP max stage cell: dfxtp_4
- Status: complete, no violations
- Initial antenna violation count: 0
- Register pins left without a clock: about 140
- # setup viols final: 0
- Fin area: 5970 µm²
- Internal cell power: 1.05 mW
- Min cycle time layout: 1210 ps
- Tool warnings: 26
- First-pass GRT wire length: 19200 µm
- Vias in the first global route: between 3k and 4k
- Die area: between 15000 and 20000 µm²
- Die width: 130 µm
- Vias: approximately 4k
- Largest net degree at the start of global routing: 31
- Ant diodes: 0
- Initial DRC count: roughly 220
- Drt pass-1 iters: 5
- CP Data Arrival Time: ~950 ps
- Area share, top type: a little under a quarter
- Largest vdd supply drop: 0.000604 V
- CTS H-tree lvls: 1
- Placed wire-length estimate: 9120 µm
- Placer congestion estimate: roughly 0.9
- CP delay by family, top: flip-flops
- Post-Route M1 WL: 5780 µm
- Switching Fraction: between 10% and 20%
- Yosys cell types: 66
- DP Worst Slack: -66.9 ps
- Max_cap viols: 0
- Comb power frac: about 7.5%
- Synth Register Bits: 151
- CP peak stage delay: approximately 340 ps
- Met2 Wirelength: 5510 µm
- Area figure in the yosys stat output: 4900 µm²
- Count of library flops with an enable pin: 0
- I/O pins: 65
- Synthesized cell area: 4900 µm²
- Unrepaired setup endpoints after global routing: no
- Worst Path Required: 1040 ps
- Pwr Density: 213 nW/µm²
- PortBufs: 63
- Vias per cell: 4.92
- Num rows: 46
- P_sw: 0.225 mW
- Seq pwr share: between 40% and 50%
- Clock buffer depth: 2
- Wire per inst: 14.4 µm
- Crit. End Element: primary output
- Commonest flop: dlxtp_1
- CTS hold repair buffers: 0
- Routed Antenna Nets: 0
- Met3 routed WL: 491 µm
- Post-Syn Area per Cell: 8.99 µm²
- Worst-path clk slew: 50 ps
- Slew Limit Fails: 0
- Top area cell types: dlxtp_1 24%, dlxtn_1 17%, ha_1 8.4%
- Total Power: 1.27 mW
- FP Util: 30.7%
-- flip-flops by register name (all words and copies together) (netlist names) --
signal and cells:
in_pix_c_1 24, in_pix_c_2 24, next_state 4, in_pix_c 24, row 6, out_pix 24, col_c 6, min 8
row_c 6, max 8, col 6, state 4, row_ant 6, out_we 1
-- path summary, 6_finish.rpt --
path / depth (start not counted) / slack (ps) / to
worst max-delay path: 3 / 90 / gray_done
worst min-delay path: 3 / 1050 / gray_done
-- metal layers --
| layer | track usage [%] | up-vias |
|---|---|---|
| li1 | - | 2075 |
| met1 | 22.4 | 1858 |
| met2 | 23.9 | 113 |
| met3 | 1.34 | 10 |
| met4 | 1.37 | 0 |
| met5 | 0 | - |
-- metrics by stage --
stage | util (%) | setup TNS (ps) | hold slack, ps | instances
after floorplan | - | 0 | 798 | 545
after CTS | 37.1 | -277 | 1190 | 823
final | 37.4 | 0 | 1050 | 825
after global placement | 36.5 | -32.6 | 1070 | 818
after global routing | 37.4 | 0 | 1070 | 825
after detailed placement | 36.5 | -66.9 | 1090 | 818
-- cell families (layout without fill, tap and decap cells) --
group	count (synthesis)	in the layout	synth area share, %
simple gates	144	144	14.5
buf+inv	53	117	5.03
mux	8	8	1.63
fa+ha+maj	35	35	9.06
latches	135	135	41.3
xor+xnor	5	5	0.893
other cells	1	1	0.0765
compound gates	148	148	21.0
flops	16	16	6.53
-- what timing repair did --
action	CTS	global route
gates cloned	0	0
setup buffers	1	3
setup endpoints to repair	2	2
resized	2	14
pin swaps	1	2
-- synthesized netlist by cell type (3+ instances only) --
library cell	n
o31ai_1	3
a31oi_1	3
a32oi_1	9
buf_2	4
a21oi_1	31
nand2b_1	8
o21a_1	3
a22o_1	18
o22ai_1	4
nor2_1	43
nor2b_1	3
clkbuf_1	13
dlxtp_1	78
a22oi_1	6
o21ai_0	32
o31a_1	4
nor3b_1	3
and2_1	3
mux2i_1	8
ha_1	33
dfxtp_1	16
nand2_1	28
a21o_1	3
nand3_1	17
inv_1	28
o211ai_1	11
nor3_1	25
dlxtn_1	57
xnor2_1	3
-- cell usage in the layout (no fill, tap or decap), types with 2 or more instances in the layout --
cell type,Yosys,routed
dlxtp_1,78,78
clkdlybuf4s50_1,0,61
dlxtn_1,57,57
nor2_1,43,42
ha_1,33,33
o21ai_0,32,32
a21oi_1,31,31
inv_1,28,27
nand2_1,28,27
nor3_1,25,22
buf_4,2,22
a22o_1,18,18
nand3_1,17,17
dfxtp_1,16,12
o211ai_1,11,11
a32oi_1,9,9
mux2i_1,8,8
a22oi_1,6,6
nand2b_1,8,5
nor3_2,1,4
o22ai_1,4,4
o31a_1,4,4
nand2b_4,0,3
o31ai_1,3,3
nor3b_1,3,3
a31oi_1,3,3
and2_1,3,3
xnor2_1,3,3
a21o_1,3,3
nor2b_1,3,3
o21a_1,3,3
clkbuf_16,0,3
dfxtp_2,0,3
and3_1,2,2
o21ai_2,2,2
a31o_2,2,2
xor2_1,2,2
a221oi_1,2,2
a311o_1,2,2
and4_1,2,2
-- power groups by stage --
stage     registers, mW  logic [mW]  clock network (mW)
6_report          0.516      0.0951               0.660
5_1_grt           0.516       0.102               0.699
4_1_cts           0.519      0.0975               0.669
-- cell type report --
cell class                 instances  area (µm²)  area share, %
multi-input combinational        341        2360           39.5
sequential                       151        2350           39.5
timing repair buffer              85         793           13.3
tap                              216         270           4.53
inverter                          28         105           1.76
clock buffer                       4        88.8           1.49
Power is estimated from default activity; no workload was simulated.
